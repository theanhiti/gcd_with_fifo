### /design/flow/design.v
module fifo #(parameter WIDTH = 8, parameter LOGDEPTH = 3) (
    input clk,
    input reset,
    input enq_val, deq_rdy, 
    input [WIDTH-1:0] enq_data,
    output enq_rdy, deq_val,
    output reg [WIDTH-1:0] deq_data
);
localparam DEPTH = (1 << LOGDEPTH);
reg [WIDTH-1:0] buffer [DEPTH-1:0];
reg [LOGDEPTH-1:0] rptr, wptr;
wire enq_fire;
wire deq_fire;
always@(posedge clk) begin 
    if (reset) begin
        wptr        <= 0; 
        rptr        <= 0;
        deq_data    <= 0; 
    end
end  
always@(posedge clk) begin 
    if(enq_val & !enq_rdy) begin 
        buffer[wptr] <= enq_data; 
        wptr <= wptr + 1;
    end 
end 
always@(posedge clk) begin 
    if (!deq_val & deq_rdy) begin 
        deq_data <= buffer[rptr];
        rptr <= rptr + 1; 
    end 
end 
assign enq_rdy = ((wptr + 1'b1) == rptr);
assign deq_val = (wptr == rptr);
assign enq_fire = enq_val & !enq_rdy;
assign deq_fire = !deq_val & deq_rdy;
endmodule
module gcd_control
( 
	input clk, reset, operands_val, result_rdy,
	input B_zero, A_lt_B,
	output reg result_val, operands_rdy,
	output reg [1:0] A_mux_sel,
	output reg B_mux_sel, A_en, B_en
);
parameter CALC = 2'b00;
parameter IDLE = 2'b10;
parameter DONE = 2'b11;
reg [1:0] state;
reg [1:0] nextstate;
always @* begin
	nextstate = state; 
	A_en = 0;
	B_en = 0;
	result_val = 0;
	operands_rdy = 0;
	B_mux_sel = 0;
	A_mux_sel = 0;
	case (state)
		IDLE : begin
			operands_rdy = 1;
			if(operands_val == 1'b1) begin
				nextstate = CALC;
				A_en = 1;
				B_en = 1;
			end else begin
				nextstate = IDLE;
			end
		end
		CALC : begin
			if(A_lt_B == 1'b1) begin
				B_mux_sel = 1;
				A_mux_sel = 1;
				A_en = 1;
				B_en = 1;
				nextstate = CALC;
			end else if (B_zero == 1'b0) begin
				A_mux_sel = 2;
				A_en = 1;
				nextstate = CALC;
			end else begin
				nextstate = DONE;
			end
		end
		DONE : begin
      		result_val = 1;
			if (result_rdy == 1'b1) begin
				nextstate = IDLE;
			end else begin
				nextstate = DONE;
			end
		end
	endcase
end
always @(posedge clk) begin
	if(reset)
		state <= IDLE;
	else
		state <= nextstate;
end
endmodule
module gcd_coprocessor #( parameter W = 32 ) (
  input clk,
  input reset,
  input [W-1:0] operands_bits_A,
  input [W-1:0] operands_bits_B,
  input operands_val, result_rdy,
  output operands_rdy, result_val,
  output [W-1:0] result_bits
);
  wire enq_rdy_A, enq_rdy_B, enq_rdy_o, deq_val_A, deq_val_B, deq_val_o; 
  wire B_mux_sel, A_en, B_en, B_zero, A_lt_B; 
  wire [1:0] A_mux_sel; 
  wire [W-1:0] result_bits_data_in; 
  wire [W-1:0] operands_bits_A_in;
  wire [W-1:0] operands_bits_B_in; 
  wire result_val_o; 
  wire operands_rdy_o;  
  gcd_control control_module(
    .operands_val(operands_val), 
    .result_rdy(result_rdy), 
    .operands_rdy(operands_rdy_o),
    .result_val(result_val_o), 
    .clk(clk), 
    .reset(reset), 
    .B_zero(B_zero), 
    .A_lt_B(A_lt_B),
    .A_mux_sel(A_mux_sel[1:0]), 
    .A_en(A_en), 
    .B_en(B_en),
    .B_mux_sel(B_mux_sel)
  );
  gcd_datapath #(W) datapath_module(
    .operands_bits_A(operands_bits_A_in),  
    .operands_bits_B(operands_bits_B_in),  
    .result_bits_data(result_bits_data_in),  
    .clk(clk), 
    .reset(reset),
    .A_mux_sel(A_mux_sel[1:0]), 
    .A_en(A_en), 
    .B_en(B_en),
    .B_mux_sel(B_mux_sel),
    .B_zero(B_zero),
    .A_lt_B(A_lt_B)
  );
  fifo #(W, $clog2(W)) fifoA_module (
    .clk(clk), 
    .reset(reset),
    .enq_val(operands_val),  
    .deq_rdy(operands_rdy_o),  
    .enq_data(operands_bits_A),  
    .enq_rdy(enq_rdy_A),  
    .deq_val(deq_val_A),  
    .deq_data(operands_bits_A_in)  
  );
  fifo #(W, $clog2(W)) fifoB_module (
    .clk(clk), 
    .reset(reset), 
    .enq_val(operands_val),  
    .deq_rdy(operands_rdy_o),  
    .enq_data(operands_bits_B),  
    .enq_rdy(enq_rdy_B),  
    .deq_val(deq_val_B),  
    .deq_data(operands_bits_B_in)  
  );
  fifo #(W, $clog2(W)) fifo_result (
    .clk(clk), 
    .reset(reset), 
    .enq_val(result_val_o),   
    .deq_rdy(result_rdy),  
    .enq_data(result_bits_data_in),  
    .enq_rdy(enq_rdy_o),   
    .deq_val(deq_val_o),  
    .deq_data(result_bits)  
  );
  assign operands_rdy  = operands_rdy_o; 
  assign result_val = result_val_o; 
endmodule
module gcd_datapath #( parameter W = 16 )
( 
	input [W-1:0] operands_bits_A,
	input [W-1:0] operands_bits_B,
	output [W-1:0] result_bits_data,
	input clk, reset,
	input B_mux_sel, A_en, B_en,
	input [1:0] A_mux_sel,
	output B_zero,
	output A_lt_B
);
reg [W-1:0] A_reg;
reg [W-1:0] B_reg;
wire [W-1:0] A_next;
wire [W-1:0] B_next;
wire [W-1:0] sub_out;
assign A_next
	= A_mux_sel == 0 ? operands_bits_A
	: A_mux_sel == 1 ? B_reg
	: A_mux_sel == 2 ? sub_out
	: {W{1'bx}};
assign B_next
	= B_mux_sel == 0 ? operands_bits_B
	: B_mux_sel == 1 ? A_reg
	: {W{1'bx}};
assign sub_out = A_reg - B_reg;
assign B_zero = (B_reg == 0) ? 1'b1 : 1'b0;
assign A_lt_B = (A_reg < B_reg) ? 1'b1 : 1'b0;
assign result_bits_data = A_reg;
always @ (posedge clk or posedge reset) begin
	if(reset) begin
		A_reg <= 0;
		B_reg <= 0;
	end else begin
		if (A_en) A_reg <= A_next;
		if (B_en) B_reg <= B_next;
	end
end
endmodule
### /design/flow/run.sh
#!/bin/bash
# OpenROAD 26Q1-2900-gdf79404cd8, Yosys 0.63+post, stock flow scripts
make -C /OpenROAD-flow-scripts/flow DESIGN_CONFIG=/design/flow/config.mk WORK_HOME=/design/flow/orfs finish
### /design/flow/config.mk
export PLATFORM = sky130hd
export DESIGN_NAME = gcd_coprocessor
export DESIGN_NICKNAME = gcd_coprocessor
export VERILOG_FILES = /design/flow/design.v
export SDC_FILE = /design/flow/constraint.sdc
export NUM_CORES = 4
export LEC_CHECK = 1
export CORE_UTILIZATION = 30
### /design/flow/constraint.sdc
current_design gcd_coprocessor

set clk_period 9.4
set clk_io_pct 0.2

create_clock -name clk0 -period $clk_period [get_ports {clk}]

set non_clock_inputs [all_inputs -no_clocks]
set_input_delay [expr $clk_period * $clk_io_pct] -clock clk0 $non_clock_inputs
set_output_delay [expr $clk_period * $clk_io_pct] -clock clk0 [all_outputs]
==> notes.org <==
#+TITLE: Implementation results

** Status
- The flow ran to the end, and the final reports show no timing, DRC or antenna violations.

** GRT
- Recorded from the global router log, the overflow total was 0.
- Across every metal layer, demand over resource in global routing totals 0.134.
- The first global-routing pass estimated 18.7 mm of wire.
- The initial antenna violation count came to 0.
- Entering global routing, the biggest net connects approximately 66 pins.
- Vias in the first global route :: about 3800

** Layout
- The sequential cells in the finished layout cover a total of about 0.0017 mm^2.
- # fillers :: 1680
- Post-layout instance area :: 0.00539 mm^2
- Leaving out fill and tap cells, the most frequent cells in the layout are nand2_1, dfrtp_1, inv_1, o21ai_0, a21oi_1.
- Comb. cell area :: about 0.0029 mm^2
- Most used logic cell in the final layout :: nand2_1
- Proportion of layout cells with a drive suffix above 1 :: 0.0523
- Growth of design area from synthesis to finish :: 7.71%

** Placed design
- Global placement routability congestion :: between 0.8 and 0.9
- For this run the detailed placement stage logged an HPWL of between 7 and 8 mm.
- The post-placement cell area is 0.00507 mm^2.
- Count of port buffers added during placement :: 5

** Power
- In this run the static leakage power is approximately 2.4 nW.
- Post-route total power :: between 2 and 2.5 mW
- PwrDens :: 444 mW/mm^2
- The highest supply drop recorded on VDD is 0.000160 V.

** Final timing
- Final setup violation count :: 0
- After layout, the minimum clock period comes to 3900 ps.
- Unrepaired setup endpoints after global routing :: no
- Max-slew violation count :: 0
- Worst Tran Pin Value :: about 690 ps
- Timing-limited maximum frequency :: 0.257 GHz
- Crit share post-route :: 0.415
- Checking max transition, the worst relative margin is 0.541.
- In the final timing run, aggregate negative setup slack is 0 ps.
- The final timing report lists clock skew as roughly 11 ps.
- Number of endpoints with negative hold slack in the final report :: 0

** CTS
- In this run, CTS created clock tree buffers numbering 9.
- Sinks on the clock net :: around 67
- Clock root buffer :: clkbuf_16
- Cts repair resizes :: 0
- H-tree levels :: 3
- The number of hold buffers added after CTS was 0.
- Clk latency of the worst-skew pair :: about 330 ps
- Per the post-CTS timing run, clock transition at the registers of the reported paths is roughly 60 ps.
- CTS reports a maximum clock tree buffer depth of 2.
- After clock tree synthesis, the setup repair step added 0 buffers.
- TritonCTS built the clock tree.

** Synth
- For this run, asynchronously set or reset flops after synthesis account for 0.955.
- Per Yosys stat, the portion of area used by sequential elements is 0.332.
- The area fraction of the largest cell type after synthesis is 0.320.
- Largest cells by area after synthesis :: dfrtp_1, ha_1, nand2_1, buf_4, o21ai_0
- Post-synthesis register bit count :: 67
- After synthesis, the mean cell area works out to between 8 and 9 um^2.
- Synthesis produced a netlist whose cell count is ~620.
- The mapped netlist covers ~0.005 mm^2.
- In this run, the synthesized area fraction spent on xor and xnor cells is recorded as 0.0438.
- Of the total synthesized cell area, the portion taken by AND-OR and OR-AND cells is 0.253.
- Dominant cell type by area after synthesis :: dfrtp_1
- For this run, the number of Yosys warnings is roughly 230.
- MUX share of area :: 0.00400
- Main synth FF type :: dfrtp_1
- After synthesis, the design contains between 600 and 700 cells according to Yosys.
- In this run, the synthesized area fraction spent on and/or/nand/nor cells is recorded as 0.164.
- Of the total synthesized cell area, the portion taken by full adders, half adders and majority gates is 0.0841.
- Post-synth EDFFs :: 0
- The number of different library cells used by synthesis comes to between 50 and 60.
- In the synthesized netlist, the dominant kind of combinational cell is AND-OR/OR-AND gates.
- Chip area line of the yosys report :: between 0.005 and 0.006 mm^2

** Detailed routing
- Post-route DRC :: 0
- For this block, the routed nets add up to around 11 mm of wire.
- Initial DRT Pass Iterations :: 7
- Drt wl/cell :: 13.3 um
- Once detail routing completed, the nets flagged for antenna violations numbered 0.
- DR vias/cell :: just over 5
- The violation tally recorded at the end of detailed-routing iteration 0 is 196.
- 0 antenna diodes ended up in the layout.
- Count of vias placed by the detailed router :: ~4200

** Setup path
- Signal arrival time at the worst endpoint :: ~4100 ps
- Largest driver fanout on the critical path :: 17
- Worst setup EP type :: flip-flop
- The script reports the combined buffer and inverter count of the critical path as 2.
- Kind of start point of the critical path :: flip-flop
- The cell family contributing the most delay on the critical path is AND-OR/OR-AND gates.
- Required time reported for the critical path endpoint :: slightly below 10000 ps
- In the setup report, the worst path falls into the class reg -> reg.
- The slowest stage of the critical path is the a31oi_4 cell.
- CP Cell Sequence :: inv_1 -> ha_1 -> inv_1 -> fa_1 -> a21o_1 -> a211o_1 -> a21o_1 -> a31oi_1 -> o21ai_2 -> a31oi_4 -> nand2_2 -> and3_1 -> o41ai_2
- Slowest Stage Delay on Critical Path :: between 500 and 600 ps

** Die
- Measured along the x axis, the die boundary spans around 130 um.
- For this design the top-level I/O count stands at 102.
- Placeable core area :: about 0.016 mm^2
- # rows :: around 46
- Core Density at Floorplan :: 0.311
- The die covers 0.0172 mm^2.
- Die Height :: ~130 um

** Min path
- The most critical min-delay path falls under reg -> reg.

** Run
- Max Cap Violations :: 0
- Total tool warning count :: a little under 90
[worst reg2reg max path: cells and delay by family (launching register included)]
family                   cells  cell delay (ps)
flip-flops                   1              370
adder cells (fa/ha/maj)      2              620
AND-OR/OR-AND                7             2140
AND/OR/NAND/NOR              2              520
buffers and inverters        2              130
[power by group]
| group | switching, mW | leakage (nW) | internal [mW] | total [mW] |
|---|---|---|---|---|
| logic | 0.993 | 1.35 | 0.627 | 1.62 |
| registers | 0.0597 | 0.902 | 0.358 | 0.418 |
| clock network | 0.122 | 0.153 | 0.232 | 0.353 |
[layout make-up]
| type | instances | share of cell area |
|---|---|---|
| multi-input cells | 470 | 0.532 |
| flip-flops and latches | 67 | 0.308 |
| well taps | 216 | 0.0502 |
| clock buffers | 11 | 0.0432 |
| inverters | 48 | 0.0334 |
| repair buffers | 11 | 0.0177 |
| clock inverters | 5 | 0.0146 |
[synth_stat cells, drive strengths merged (2+ instances only)]
cell type,count
a211oi,2
a21boi,2
a21o,23
a21oi,45
a221o,3
a31o,4
a31oi,10
a32o,2
a32oi,2
and3,4
and4,3
buf,44
clkbuf,18
dfrtp,64
dfxtp,3
ha,32
inv,48
mux2i,2
nand2,80
nand2b,4
nand3,34
nand4,7
nor2,24
nor3,7
nor3b,4
nor4,9
o2111ai,2
o21a,4
o21ai,70
o221ai,2
o22ai,17
o41ai,3
xnor2,13
xor2,12
[stage by stage]
step / instances / utilization / setup slack [ps] / hold WS [ps]
global placement: 812 / 0.316 / 5500 / 494
global route: 828 / 0.335 / 5270 / 545
finish: 828 / 0.335 / 5500 / 510
CTS: 828 / 0.335 / 5480 / 512
floorplan: 647 / - / 5920 / 454
detailed placement: 812 / 0.316 / 5500 / 499
[worst paths after layout]
path,from,end,slack (ps),cells past startpoint
worst max register to register,datapath_module.A_reg[0],datapath_module.A_reg[27],5500,13
max in group asynchronous,reset,datapath_module.B_reg[11],6440,3
min in group asynchronous,reset,datapath_module.A_reg[31],2000,2
worst min-delay path,datapath_module.A_reg[0],datapath_module.A_reg[0],510,1
worst min register to register,datapath_module.A_reg[0],datapath_module.A_reg[0],510,1
worst max-delay path,datapath_module.A_reg[0],datapath_module.A_reg[27],5500,13
[metal layers]
metal,routed length (um),vias up,track usage
met5,0,-,0
met4,212,0,0.0242
met3,481,14,0.0232
met2,4720,90,0.195
met1,5640,1952,0.211
li1,-,2110,-
[logic make-up after synthesis]
kind of cell,Yosys count
other,1
and+or+nand+nor,178
adders and majority gates,33
DFF,67
xor gates and xnor gates,25
AOI/OAI and AO/OA,200
muxes,2
buffers and inverters,110
No activity file was given, so power comes from the tool's default toggle rates.
